## ./constraint.sdc

```tcl
current_design GCD_Calculator

set clk_period 3.4
set clk_io_pct 0.2

create_clock -name clk0 -period $clk_period [get_ports {clk}]

set non_clock_inputs [all_inputs -no_clocks]
set_input_delay [expr $clk_period * $clk_io_pct] -clock clk0 $non_clock_inputs
set_output_delay [expr $clk_period * $clk_io_pct] -clock clk0 [all_outputs]
```

## ./run.sh

```bash
#!/bin/bash
# OpenROAD 26Q1-2900-gdf79404cd8, Yosys 0.63+post, stock flow scripts
make -C /OpenROAD-flow-scripts/flow DESIGN_CONFIG=/design/flow/config.mk WORK_HOME=/design/flow/orfs finish
```

## ./design.v

```verilog
module comparator #(
    parameter WIDTH = 16
)(
    input  logic [WIDTH-1:0]   a, b,
    output logic               x_lt_y,
    output logic               x_ne_y
);
    assign x_lt_y = (a < b);
    assign x_ne_y = (a != b);
endmodule
module gcd_fsm (
    input  logic clk,
    input logic rst,
    input logic go,
    input logic x_ne_y,
    input logic x_lt_y,
    output logic x_sel,
    output logic x_en,
    output logic y_sel,
    output logic y_en,
    output logic output_en,
    output logic done
);
typedef enum logic [2:0] {
    S_IDLE,        
    S_LOAD,        
    S_COMPARE,     
    S_SUB_X,       
    S_SUB_Y,       
    S_DONE         
} state_t;
state_t state, next_state;
always_ff@(posedge clk or posedge rst) begin
    if(rst) state <= S_IDLE;
    else state <= next_state;
end
always_comb begin
    x_sel     = 0;
    y_sel     = 0;
    x_en      = 0;
    y_en      = 0;
    output_en = 0;
    done      = 0;
    next_state = state;
    case(state)
        S_IDLE: begin
            if(go) next_state = S_LOAD;
        end
        S_LOAD: begin
            x_sel = 0;
            y_sel = 0;
            x_en = 1;
            y_en = 1;
            next_state = S_COMPARE;
        end
        S_COMPARE: begin
            if (!x_ne_y) begin
                output_en = 1;
                next_state = S_DONE;
            end
            else if (x_lt_y)
                next_state = S_SUB_Y;
            else
                next_state = S_SUB_X;
        end
        S_SUB_X: begin
            x_sel = 1;   
            x_en  = 1;
            next_state = S_COMPARE;
        end
        S_SUB_Y: begin
            y_sel = 1;   
            y_en  = 1;
            next_state = S_COMPARE;
        end
        S_DONE: begin
            done      = 1;
            if (go)
                next_state = S_LOAD;
        end
        default:begin
            next_state = S_IDLE;
        end
    endcase
end
endmodule
module datapath #(
    parameter WIDTH = 16
)(
    input  logic               clk,
    input  logic               rst,
    input  logic               x_sel,
    input  logic               x_en,
    input  logic               y_sel,
    input  logic               y_en,
    input  logic [WIDTH-1:0]   x,
    input  logic [WIDTH-1:0]   y,
    input  logic               output_en,
    output logic [WIDTH-1:0]   out_data,  
    output logic               x_lt_y,
    output logic               x_ne_y
);
logic [WIDTH-1:0] sub0_out, regX_in, sub1_out, regY_in, regX_out, regY_out;
mux2x1 mux0(x_sel, x, sub0_out, regX_in);
mux2x1 mux1(y_sel, y, sub1_out, regY_in);
regg regX(clk, rst, x_en, regX_in, regX_out);
regg regY(clk, rst, y_en, regY_in, regY_out);
comparator comp(regX_out, regY_out, x_lt_y, x_ne_y);
subtractor sub0(regX_out, regY_out, sub0_out);
subtractor sub1(regY_out, regX_out, sub1_out);
regg regOut(clk, rst, output_en, regX_out, out_data);
endmodule
module GCD_Calculator #(
    parameter  int WIDTH  = 4
) (
    input  logic clk,
    input  logic rst,
    input  logic go,
    input  logic [ WIDTH-1:0] x,
    input  logic [ WIDTH-1:0] y,
    output logic [WIDTH-1:0] out,
    output logic done
);
    logic x_ne_y_from_datapath, x_lt_y_from_datapath, x_sel_to_datapath, x_en_to_datapath, y_sel_to_datapath, y_en_to_datapath, output_en_to_datapath;
    gcd_fsm controller(
    .clk(clk),
    .rst(rst),
    .go(go),
    .x_ne_y(x_ne_y_from_datapath),  
    .x_lt_y(x_lt_y_from_datapath),  
    .x_sel(x_sel_to_datapath),  
    .x_en(x_en_to_datapath),  
    .y_sel(y_sel_to_datapath),  
    .y_en(y_en_to_datapath),  
    .output_en(output_en_to_datapath),  
    .done(done)
  );
    datapath #(.WIDTH(WIDTH)) datapath (
    .clk(clk),
    .rst(rst),
    .x(x),
    .y(y),
    .x_sel(x_sel_to_datapath),
    .x_en(x_en_to_datapath),
    .y_sel(y_sel_to_datapath),
    .y_en(y_en_to_datapath),
    .output_en(output_en_to_datapath),
    .x_lt_y(x_lt_y_from_datapath),
    .x_ne_y(x_ne_y_from_datapath),
    .out_data(out)
);
endmodule
module mux2x1 #(
    parameter WIDTH = 16
)(
    input  logic               sel,
    input  logic [WIDTH-1:0]   a, b,
    output logic [WIDTH-1:0]   y
);
    always_comb begin
        y = (sel) ? b : a;
    end
endmodule
module regg #(
    parameter WIDTH = 16
)(
    input  logic               clk,
    input  logic               rst,
    input  logic               en,
    input  logic [WIDTH-1:0]   d,
    output logic [WIDTH-1:0]   q
);
    always_ff @(posedge clk or posedge rst) begin
        if (rst)
            q <= '0;
        else if (en)
            q <= d;
    end
endmodule
module subtractor #(
    parameter WIDTH = 16
)(
    input  logic [WIDTH-1:0]   a, b,
    output logic [WIDTH-1:0]   result
);
    assign result = a - b;
endmodule
```

## ./config.mk

```make
export PLATFORM = sky130hd
export DESIGN_NAME = GCD_Calculator
export DESIGN_NICKNAME = GCD_Calculator
export VERILOG_FILES = /design/flow/design.v
export SDC_FILE = /design/flow/constraint.sdc
export NUM_CORES = 4
export LEC_CHECK = 1
export CORE_AREA = 10 10 85 85
export DIE_AREA = 0 0 95 95
```

==> metrics.cfg <==
[cts]
clock-root-buffer=clkbuf_8
cts.repair.resized=0
clk_path_buf_depth=2
clkLatencyLatePin_ns=0.25
path_clk_slew_ns=0.07
cts_tree=yes
htreeDepth=1
cts_hold_buffers=0
clock_sinks=18
cts_made_buffers=3
post_cts_buffers=0

[die]
core_um2=5470
die_area_um2=9030
initial_core_util=0.179
die_height_um=95
chipWidth_um=95
io_pins=16
rows=27

[worst_hold_path]
hp-start=controller.state[0]
min_path_cells=1
hold_path.class=register to register
whs_endpoint=controller.state[0]

[logic_synthesis]
synth.avg_cell_area_um2=10.5
yosys.cell_types.count=26
yosys_warnings=23
ys.flop_type=dfrtp_1
syn-cell-area_um2=981
yosysTopAreaCell=dfrtp_1
ys_cells=93
most_common_cell=dfrtp_1
topCellsByArea=dfrtp_1, ha_1, mux2i_1
ys_area_um2=981
common_cells=dfrtp_1, inv_1, nor2_1
synthCells=93
yosysSeqAreaShare=0.460
numSynthFlops=18
edf_count=0
synth_top_area_share=0.434
async_flop_share=1.00

[drt]
vias_per_cell=3.71
drc=0
wl_per_cell_um=11.3
vias=667
first_iter_violations=46
antenna_left=0
wl_mm=2.03
diodes=0
drt_first_pass_iters=3

[cells_and_area]
syn2layout_area_growth_pct=27.6
drive_above_1_share=0.102

[timing]
setup_slack_ns=1.60
skew_ns=0.00177
fmax_ghz=0.556
relSlewSlack=0.543
final_hold_viol_count=0
setup_viol=0
worstMarginPinSlew_ns=0.685
finalCritPeriodShare=0.529
period_minus_slack_ns=1.80
finalSetupTns_ns=0
grt_setup_unrepaired=no
drv_slew=0

[worst_setup_path]
r2r_start=datapath.regX.q[1]
worstSetupStartpoint=datapath.regX.q[1]
cp-start-kind=register
critPathRequiredTime_ns=3.55
crit_path_end_kind=register
reg2reg_slack_ns=1.60
critPathArrivalTime_ns=1.94
r2r_cells=6
path_max_fanout=6
path_class=register to register
r2r_end=datapath.regX.q[3]

[global_routing]
overflow=0
track_usage=0.0477
grt_pass1_vias=672
grt_first_pass_wirelength_mm=3.35
grt_max_degree=19
antenna_found_initial=0

[power_and_ir_drop]
vdd_drop_max_v=0.000236
leakage_nw=0.556
p_per_area_nw_per_um2=821

[flow_run]
maxCapViolations=0
warning_count=28

[placement]
hpwlAfterDp_mm=1.52
portBuffers=15
dpl_worst_slack_ns=1.59
place_congestion=0.847

[outcome]
outcome=completed

## area by class of cell
cell class              count  area [um^2]
flip-flops and latches     18          452
fillers                   587         4220
well taps                  72         90.1
inverters                  10         37.5
multi-input cells          61          467
repair buffers             15          150
clock buffers               4         55.1
## report_power, final
group          switching [W]  internal (W)  total, W
clock              0.0000738      0.000103  0.000177
sequential         0.0000690      0.000290  0.000359
combinational       0.000229      0.000262  0.000491
total               0.000372      0.000655   0.00103
## through the flow
stage	utilization	instance area, um^2	total power, W	instances	hold WS, ns
2_1_floorplan	-	981	0.000735	93	0.441
3_3_place_gp	0.219	1200	0.000860	176	0.481
3_5_place_dp	0.219	1200	0.000860	176	0.485
4_1_cts	0.229	1250	0.00104	180	0.495
5_1_grt	0.229	1250	0.00114	180	0.497
6_report	0.229	1250	0.00103	180	0.503
## per-layer routing
| metal | track usage | wire length [um] |
|---|---|---|
| met5 | 0 | 0 |
| met3 | 0.0264 | 221 |
| met4 | 0.00374 | 9 |
| met1 | 0.0603 | 931 |
| met2 | 0.0732 | 872 |
## critical path: stages (launching register included)
cell and delay [ns]:
dfrtp_1 0.48, inv_1 0.07, ha_1 0.31, nor2b_1 0.14, o21a_1 0.17, or3_1 0.30, a31o_1 0.22
## registers in the layout, summed over array words and instances (netlist names)
name	count
controller.state	6
datapath.regX.q	4
datapath.regY.q	4
datapath.regOut.q	4
## cell families after synthesis
family / share of synthesized area
flip-flops: 0.460
multiplexers: 0.0969
adder cells (fa/ha/maj): 0.130
buffers and inverters: 0.0638
AND-OR/OR-AND: 0.115
XOR/XNOR: 0.0179
AND/OR/NAND/NOR: 0.116
## how the worst max path moves through the flow
stage               endpoint
6_report  datapath.regX.q[3]
5_1_grt   datapath.regX.q[3]
4_1_cts   datapath.regX.q[3]
## cells in the final DEF, fill, tap and decap left out, types with 2 or more instances in the layout
cell	count
a21oi_1	4
clkbuf_8	4
a211oi_1	3
or3_1	2
o21a_1	2
mux2_2	4
nand2_1	6
nor2_1	8
fa_1	2
dfrtp_1	17
mux2i_1	5
a31o_1	2
inv_1	10
nor2b_1	2
clkdlybuf4s50_1	15
ha_1	7
o21ai_0	6
Power and IR drop assume default switching activity.
