===== design/flow/config.mk =====
export PLATFORM = sky130hd
export DESIGN_NAME = priority_encoder
export DESIGN_NICKNAME = priority_encoder
export VERILOG_FILES = /design/flow/design.v
export SDC_FILE = /design/flow/constraint.sdc
export NUM_CORES = 4
export LEC_CHECK = 1
export CORE_AREA = 10 10 70 70
export DIE_AREA = 0 0 80 80

===== design/flow/constraint.sdc =====
current_design priority_encoder

set clk_period 1.0
set clk_io_pct 0.2

create_clock -name clk0 -period $clk_period

set non_clock_inputs [all_inputs -no_clocks]
set_input_delay [expr $clk_period * $clk_io_pct] -clock clk0 $non_clock_inputs
set_output_delay [expr $clk_period * $clk_io_pct] -clock clk0 [all_outputs]

===== design/flow/design.v =====
module priority_encoder (
  input  logic [7:0] req,
  output logic [2:0] enc,
  output logic       valid
);
always_comb begin
  valid = 1'b1;
  if(req[7]) enc = 3'b111;
    else if(req[6]) enc = 3'b110;
    else if(req[5]) enc = 3'b101;
    else if(req[4]) enc = 3'b100;
    else if(req[3]) enc = 3'b011;
    else if(req[2]) enc = 3'b010;
    else if(req[1]) enc = 3'b001;
    else if(req[0]) enc = 3'b000;
    else begin
      enc = 3'b000;
      valid = 1'b0;
    end
end
endmodule

===== design/flow/run.sh =====
#!/bin/bash
# OpenROAD 26Q1-2900-gdf79404cd8, Yosys 0.63+post, stock flow scripts
make -C /OpenROAD-flow-scripts/flow DESIGN_CONFIG=/design/flow/config.mk WORK_HOME=/design/flow/orfs finish

==> reports/metrics.cfg <==
[status]
outcome=finished, final reports clean

[route]
antenna_cells=0
viasPerCell=1.86
drtAntennaViolNets=0
drtIter0Drc=1
wl_per_cell_um=6.37
dr.pass1.iters=2
drc=0
wl_um=446
dr_total_vias=130

[layout]
final_layout_size_suffix_gt1_share_pct=62.5
regArea_um2=0
ff_count=0
utilization_pct=6.23
clock_buffers=0
fill_cells=417
syn_to_final_growth_pct=270

[setup_path]
critPathCaptureType=output pin
path_class=input pin to output pin
crit_chain=clkdlybuf4s15_2 > nor2_2 > o31ai_1 > buf_2
path_max_fanout=2
cpLargestDelayFamily=buffers and inverters
slowest_stage=clkdlybuf4s15_2
cp_data_arrival_time_ps=750
startpoint_type=input pin
cp.required_ps=800
slowest_delay_ps=200
path_buffers=2

[timing]
setup_slack_ps=51.5
finalSetupViolCount=0
tightestPinTransition_ps=186
rsz0062_at_grt=false
maxSlewViolCount=0
hold_viol=0
post-route-period-util_pct=94.8
slew_headroom_pct=87.5
post-route-min-period_ps=948
clock.fmax_ghz=1.05

[synth]
area_leaders=nor2_1 (26%), o31ai_1 (26%), a21oi_1 (17%)
syn_avg_cell_area_um2=4.80
yosysWarnings=1
synth_seq_share_pct=0
yosys-stat-area_um2=57.6
netlist.area_leader.share_pct=26.1
post_synth_num_cell_types=7
synthCells=12
synth_top_cell_by_area=nor2_1
syn-cell-area_um2=57.6
ys_cells=12

[grt]
grt_pass1_vias=127
grt_max_degree=4
antenna_found_initial=0
grt_pass1_wl_um=586
grt_overflow=0
globalRouteTotalUtil_pct=1.13

[die]
coreArea_mm2=0.00342
io_pins=12
row_count=21
initial_utilization_pct=1.68
die_h_um=80
die_width_um=80
dieArea_mm2=0.00640

[clocking]
hold_buffers=0
post_cts_buffers=0

[worst_hold_path]
hold_path.class=input pin to output pin

[power_and_ir_drop]
p_per_area_mw_per_mm2=240
p_leak_nw=0.0709
ir_drop_uv=22.7

[run]
cap_violations=0
warning_count=32

[placed_design]
portBuffers=12
hpwl_um=408
dp_slack_ps=-664
place_congestion=0.697

-- Yosys cell counts, drive strengths merged --
library cell,instances
nand4,1
o31ai,2
nor2,4
clkinv,1
nand2,1
a21oi,2
inv,1
-- metal layers --
metal / GRT usage (%) / up-vias / wire length [um]
li1: - / 67 / -
met1: 1.05 / 56 / 161
met2: 2.25 / 7 / 222
met3: 0.568 / 0 / 62
met4: 0 / 0 / 0
met5: 0 / - / 0
-- cell usage in the layout, fill, tap and decap left out, drive strengths merged --
cell / instances
o31ai: 2
buf: 8
dlygate4sd2: 2
clkdlybuf4s15: 2
a21oi: 2
inv: 1
nand2: 1
nor2: 4
clkinv: 1
nand4: 1
-- power by group --
part	total, mW	internal, mW	switching (mW)	leakage, nW
sequential	0	0	0	0
clock	0	0	0	0
combinational	0.0511	0.0278	0.0233	0.0709
-- final cells by class --
| cell class | instances | area (um^2) | share of cell area, % |
|---|---|---|---|
| inverter | 2 | 8.76 | 4.12 |
| multi-input combinational | 10 | 66.3 | 31.2 |
| tap | 46 | 57.6 | 27.1 |
| timing repair buffer | 12 | 80.1 | 37.6 |
-- metrics by stage --
stage	total power [mW]	setup TNS [ps]	cell area [um^2]	instances	hold WS [ps]
after floorplan	0.0115	0	57.6	12	434
after global placement	0.0618	-2400	235	70	1390
after detailed placement	0.0622	-2420	235	70	1380
after CTS	0.0523	0	216	70	675
after global routing	0.0571	0	213	70	699
final	0.0511	0	213	70	676
-- logic make-up (layout without fill, tap and decap cells) --
| family | count (synthesis) | in the layout | share of synthesized area [%] |
|---|---|---|---|
| and+or+nand+nor | 6 | 6 | 43.5 |
| AOI/OAI and AO/OA | 4 | 4 | 43.5 |
| buffers and inverters | 2 | 14 | 13.0 |
-- repair_timing --
item                       4_1_cts  5_1_grt
setup endpoints to repair        4        4
gates resized                   42        2
pin swaps                        7        4
-- final timing paths --
path,slack (ps),end,cells after the start,start
setup / recovery,50,enc[1],4,req[3]
hold / removal,680,enc[0],3,req[4]
Power figures rest on the tool's default switching activity, not on a simulated workload.
