### design/flow/config.mk
export PLATFORM = sky130hd
export DESIGN_NAME = adder
export DESIGN_NICKNAME = adder
export VERILOG_FILES = /design/flow/design.v
export SDC_FILE = /design/flow/constraint.sdc
export NUM_CORES = 4
export LEC_CHECK = 1
export CORE_AREA = 10 10 70 70
export DIE_AREA = 0 0 80 80
### design/flow/design.v
module adder (
  input  logic [3:0] input1,
  input  logic [3:0] input2,
  input  logic       carry_in,
  output logic [3:0] sum,
  output logic       carry_out
);
logic tmp0, tmp1, tmp2;
fa fa0(input1[0], input2[0], carry_in, sum[0], tmp0);
fa fa1(input1[1], input2[1], tmp0, sum[1], tmp1);
fa fa2(input1[2], input2[2], tmp1, sum[2], tmp2);
fa fa3(input1[3], input2[3], tmp2, sum[3], carry_out);
endmodule
module fa (
  input  logic input1,
  input  logic input2,
  input  logic carry_in,
  output logic sum,
  output logic carry_out
);
assign sum = input1 ^ input2 ^ carry_in;
assign carry_out = (input1 & input2) | (input1 & carry_in) | (input2 & carry_in);
endmodule
### design/flow/constraint.sdc
current_design adder

set clk_period 2.8
set clk_io_pct 0.2

create_clock -name clk0 -period $clk_period

set non_clock_inputs [all_inputs -no_clocks]
set_input_delay [expr $clk_period * $clk_io_pct] -clock clk0 $non_clock_inputs
set_output_delay [expr $clk_period * $clk_io_pct] -clock clk0 [all_outputs]
### design/flow/run.sh
#!/bin/bash
# OpenROAD 26Q1-2900-gdf79404cd8, Yosys 0.63+post, stock flow scripts
make -C /OpenROAD-flow-scripts/flow DESIGN_CONFIG=/design/flow/config.mk WORK_HOME=/design/flow/orfs finish
==> results.toml <==
# synthesis and place-and-route metrics
[synthesis]
yosysSeqAreaShare_pct = 0
synthMuxAreaShare_pct = 0
yosysWarningCount = 0
topCellsByArea = "fa_1, inv_1, buf_4"
yosys.cell_types.count = 3
syn_inst = 18
aoi_share_pct = 0
yosys.area_share.simple_pct = 0
fa_ha_area_share_pct = 54.2
ys_cells = 18
largest_area_cell = "fa_1"
synthesis.area_um2 = 148
top_cell_area_share_pct = 54.2
ys_area_um2 = 148
topCombFamilyByArea = "adder cells"
syn_area_per_cell_um2 = 8.20
xor_area_share_pct = 0

[critical_path]
critical_path.startpoint_type = "primary input"
cp_slowest_cell = "fa_1"
critPathTopFamily = "adder cells"
critPathMostFrequentCell = "fa_2"
cp.arrival_ps = 2210
end_kind = "output pin"
max_stage_delay_ps = 390
crit_start = "input2[0]"
crit_type = "in -> out"
required_ps = 2240
path_cells = "buf_6 -> inv_4 -> fa_2 -> inv_2 -> fa_2 -> fa_2 -> inv_2 -> fa_1 -> inv_1 -> buf_2"
crit_fanout = 1
critical_path_buf_inv_count = 6

[power_and_ir_drop]
seq_power_share_pct = 0
comb_power_share_pct = 100.0
ir_drop_uv = 34.5
clockPowerShare_pct = 0
swShare_pct = 34.0
powerDensity_nw_per_um2 = 149
total_power_uw = 47.8
p_int_uw = 31.5
netSwitchingPower_uw = 16.2
leakagePower_nw = 0.142

[finish]
clockBufferCount = 0
final_cell_area_um2 = 322
final_layout_size_suffix_gt1_share_pct = 42.9
fillers = 402
area_growth_pct = 118
comb_area_um2 = 87.6
ff_count = 0
seq_area_um2 = 0

[final_timing]
hold_viol = 0
max_freq_mhz = 361
slew_viol_final = 0
period_minus_slack_ps = 2770
setup_viol = 0
period_used_pct = 98.8
grt_setup_unrepaired = "true"
hold_ws_ps = 1860
finalSetupTns_ps = 0
fin_ws_ps = 32.8
worst_pin_slew_ps = 109
slew_headroom_pct = 92.8

[routing]
drtAntennaViolNets = 0
firstDrtPassIters = 1
drc_errors = 0
vias = 116
drt_iter0_markers = 0
wl_per_cell_um = 5.42
antennaDiodeCount = 0
vias_per_cell = 1.57
drt_wl_total_um = 401

[global_route]
overflow = 0
grt_max_degree = 2
antenna_found_initial = 0
grt_pass1_vias = 133
grt_first_pass_wirelength_um = 600
grtUsageTotal_pct = 1.21

[status]
status = "complete, no violations"

[run]
warnings = 34
cap_violations = 0

[floorplan]
die_area_um2 = 6400
rows = 21
core_area_um2 = 3420
fp_util_pct = 4.32
pin_count = 14
die_w_um = 80
die_h_um = 80

[hold_path]
hold_class = "in -> out"
min_from = "input1[0]"

[placement]
numPortBuffers = 14
gp_congestion = 0.775
place_ws_ps = -795
placed_area_um2 = 315
post-dp-hpwl_um = 404
## path summary, 6_finish.rpt
check | cells past startpoint | slack (ps) | endpoint
hold / removal | 5 | 1860 | sum[0]
setup / recovery | 10 | 30 | sum[3]
## cell families after synthesis
family / count (synthesis)
adders and majority gates: 4
buffers and inverters: 14
## synth_stat cells
cell type,n
inv_1,10
fa_1,4
buf_4,4
## power groups by stage
stage | Sequential, mW | Clock, mW | Combinational (mW)
after CTS | 0 | 0 | 0.0475
after global routing | 0 | 0 | 0.0548
final | 0 | 0 | 0.0478
## layer usage
layer / global-route usage, % / wire [um] / up-vias / part of all wire [%]
li1: - / - / 60 / -
met4: 0 / 0 / 0 / 0
met5: 0 / 0 / - / 0
met2: 1.04 / 59 / 14 / 15
met1: 2.07 / 225 / 42 / 56
met3: 0.909 / 116 / 0 / 29
## cell type report
class	count	area share (%)
inverters	10	13.2
well taps	46	17.9
repair buffers	14	41.6
multi-input cells	4	27.2
## per-stage QoR
| step | instances | util [%] |
|---|---|---|
| final | 74 | 9.41 |
| after global routing | 74 | 9.41 |
| after CTS | 74 | 9.16 |
| after detailed placement | 74 | 9.23 |
| after global placement | 74 | 9.23 |
| after floorplan | 18 | - |
## cell usage in the layout, fill, tap and decap left out
master           n
fa_1             1
inv_1            5
dlygate4sd2_1    4
inv_2            3
inv_4            2
clkdlybuf4s50_1  6
buf_2            1
fa_2             3
buf_6            3
## repair_timing
item	4_1_cts	5_1_grt
setup endpoints to repair	4	2
gates cloned	0	0
buffers inserted	0	0
gates resized	27	2
pin swaps	4	4
hold buffers	0	0
Power and IR drop assume default switching activity.
